`design/flow/design.v`:
```
module VGA80X30Color(
    input clk,   
    input reset,
    output [10:0] vgafb_word_addr,   
    output vgafb_en,                 
    input [31:0] vgafb_word_data,    
    output fontrom_en,                               
    output [((((16 <= 8)? 3 : ((16 <= 16)? 4 : ((16 <= 32)? 5 : ((16 <= 64)? 6 : ((16 <= 128)? 7 : 8))))) + ((256 <= 8)? 3 : ((256 <= 16)? 4 : ((256 <= 32)? 5 : ((256 <= 64)? 6 : ((256 <= 128)? 7 : 8))))))-1):0] fontrom_addr,  
    input  [(8-1):0] fontrom_data,          
    output [3:0] palrom_addr1,       
    output [3:0] palrom_addr2,       
    input [7:0] palrom_data1,        
    input [7:0] palrom_data2,        
    output reg [2:0] red,
    output reg [2:0] green,
    output reg [1:0] blue,
    output reg hsync,
    output reg vsync
);
    reg [9:0] hcount  ;
    reg [9:0] vcount  ;
    reg [4:0] scr_row  ;   
    reg [6:0] scr_col  ;   
    reg [(((16 <= 8)? 3 : ((16 <= 16)? 4 : ((16 <= 32)? 5 : ((16 <= 64)? 6 : ((16 <= 128)? 7 : 8)))))-1):0] symb_y   ;   
    reg [(((8 <= 8)? 3 : ((8 <= 16)? 4 : ((8 <= 32)? 5 : ((8 <= 64)? 6 : ((8 <= 128)? 7 : 8)))))-1):0] symb_x    ;   
    wire [7:0] symb_index;  
    reg [5:0] word_offset  ;  
    reg hword_offset  ;  
    wire next_hword_offset;  
    wire [15:0] vgafb_hword_data;  
    reg  [7:0] fg_color  ;  
    reg  [7:0] bg_color  ;  
    assign vgafb_hword_data = (next_hword_offset == 0)? vgafb_word_data[31:16] : vgafb_word_data[15:0]; 
    assign symb_index = vgafb_hword_data[7:0];
    assign palrom_addr1 = vgafb_hword_data[15:12];
    assign palrom_addr2 = vgafb_hword_data[11:8];
    assign vgafb_word_addr = {{(11-5){1'b0}}, scr_row} * ((640 / 8) / 2) + {{(11-6){1'b0}}, word_offset};    
    assign vgafb_en = (hword_offset == 1) && (symb_x == 1);
    assign fontrom_addr = {{((((16 <= 8)? 3 : ((16 <= 16)? 4 : ((16 <= 32)? 5 : ((16 <= 64)? 6 : ((16 <= 128)? 7 : 8))))) + ((256 <= 8)? 3 : ((256 <= 16)? 4 : ((256 <= 32)? 5 : ((256 <= 64)? 6 : ((256 <= 128)? 7 : 8))))))-8){1'b0}}, symb_index} * 16 
                        + {{((((16 <= 8)? 3 : ((16 <= 16)? 4 : ((16 <= 32)? 5 : ((16 <= 64)? 6 : ((16 <= 128)? 7 : 8))))) + ((256 <= 8)? 3 : ((256 <= 16)? 4 : ((256 <= 32)? 5 : ((256 <= 64)? 6 : ((256 <= 128)? 7 : 8))))))-((16 <= 8)? 3 : ((16 <= 16)? 4 : ((16 <= 32)? 5 : ((16 <= 64)? 6 : ((16 <= 128)? 7 : 8)))))){1'b0}}, symb_y};
    assign fontrom_en = (symb_x == 0);
    assign next_hword_offset = (hword_offset + 1);
    always @ (posedge clk) begin
        if (reset)
            hword_offset <= 0;
        else if (symb_x == 0)
            hword_offset <= hword_offset + 1;
    end
    always @ (posedge clk) begin
        if (reset) begin
            word_offset <= 1;
            scr_row <= 0;
        end
        else if (vgafb_en) begin
            if (word_offset == ((640 / 8)/2 - 1)) begin
                word_offset <= 0;
                if (symb_y == (16 - 1)) begin
                    if (scr_row == ((480 / 16) - 1))
                        scr_row <= 0;
                    else
                        scr_row <= scr_row + 1;
                end
            end
            else
                word_offset <= word_offset + 1;
        end
    end
    always @ (posedge clk) begin
        if (reset) begin
            bg_color <= 0;
            fg_color <= 0;
        end
        else if (symb_x == 0) begin
            bg_color <= palrom_data1;
            fg_color <= palrom_data2;
        end
    end
    always @ (posedge clk) begin
        if (reset) begin
            scr_col <= 0;
            symb_y <= 0;
            symb_x <= 8 - 1;  
        end
        else begin
            if (vcount < 480) begin
                if (hcount < 640) begin
                    if (symb_x == 0) begin
                        symb_x <= 8 - 1;
                        if (scr_col == ((640 / 8) - 1))
                            scr_col <= 0;
                        else
                            scr_col <= scr_col + 1;
                    end
                    else
                        symb_x <= symb_x - 1;
                end
                if (hcount == 640 - 2) begin
                    if (symb_y == (16 - 1))
                        symb_y <= 0;
                    else
                        symb_y <= symb_y + 1;
                end
            end
        end
    end
    always @ (posedge clk) begin
        if (reset) begin
            hcount <= 0;
            vcount <= 0;
			hsync <= 1;
			vsync <= 1;
        end
        else begin
            if (hcount == (800 - 1)) begin
                hcount <= 0;
                if (vcount == (525 - 1))
                    vcount <= 0;
                else
                    vcount <= vcount + 1;
            end
            else
                hcount <= hcount + 1;
            if ((vcount >= 490) && (vcount < 492))
                vsync <= 0;
            else
                vsync <= 1;
            if ((hcount >= 656) && (hcount < 752))
                hsync <= 0;
            else
                hsync <= 1;
        end
    end
    always @ (posedge clk) begin
        if ((hcount < 640) && (vcount < 480)) begin
            if (fontrom_data[symb_x] == 1'b1)
                {red, green, blue} <= fg_color;
            else
                {red, green, blue} <= bg_color;
        end
        else begin
            {red, green, blue} <= 8'h0;
        end
    end
endmodule
```
`design/flow/run.sh`:
```
#!/bin/bash
# OpenROAD 26Q1-2900-gdf79404cd8, Yosys 0.63+post, stock flow scripts
make -C /OpenROAD-flow-scripts/flow DESIGN_CONFIG=/design/flow/config.mk WORK_HOME=/design/flow/orfs finish
```
`design/flow/config.mk`:
```
export PLATFORM = sky130hd
export DESIGN_NAME = VGA80X30Color
export DESIGN_NICKNAME = VGA80X30Color
export VERILOG_FILES = /design/flow/design.v
export SDC_FILE = /design/flow/constraint.sdc
export NUM_CORES = 4
export LEC_CHECK = 1
export CORE_UTILIZATION = 30
```
`design/flow/constraint.sdc`:
```
current_design VGA80X30Color

set clk_period 3.2
set clk_io_pct 0.2

create_clock -name clk0 -period $clk_period [get_ports {clk}]

set non_clock_inputs [all_inputs -no_clocks]
set_input_delay [expr $clk_period * $clk_io_pct] -clock clk0 $non_clock_inputs
set_output_delay [expr $clk_period * $clk_io_pct] -clock clk0 [all_outputs]
```
==> impl_metrics.csv <==
group,metric,value,unit
clock_network,tritoncts,"done",
synthesis,ys_cells,396,
global_routing,antenna_found_initial,0,
status,outcome,"complete, no violations",
flow_run,maxCapViolations,0,
setup_path,path_common_cell,"ha_4",
drt,dr.pass1.iters,4,
setup_path,crit_required,2.56,ns
synthesis,ys_ff,65,
place,dp_hpwl,5.69,mm
place,gp_congestion,0.810,
global_routing,grt_max_degree,21,
synthesis,synth.distinct_cells,45,
setup_path,startpoint_type,"flop",
sta,fmax,317,MHz
cells_and_area,fin_cells,641,
drt,antenna-diode-count,0,
clock_network,worstSkewPairLatency,0.33,ns
drt,initialDrtViolationCount,135,
cells_and_area,final_cell_mix,"clkdlybuf4s50_1 (100), dfxtp_1 (60), nand2_1 (55)",
setup_path,path_buffers,1,
clock_network,cts_max_level,3,
sta,worstMarginPinSlew,0.700,ns
setup_path,crit_path_max_fanout,3,
setup_path,critPathSlowestCell,"fa_2",
die,dieHeight,109,um
sta,maxSlewHeadroom,0.534,
setup_path,r2r_start,"hcount[0]$_SDFF_PP0_",
die,fp-utilization,0.312,
synthesis,syn-cell-area,0.00343,sq mm
sta,finalHoldViolations,0,
clock_network,path_clk_slew,0.06,ns
cells_and_area,syn2layout_area_growth,45.0,%
place,dp.cells,622,
drt,final_antenna_net_count,0,
cells_and_area,fillers,1044,
die,fp.dieW,109,um
synthesis,ys_chip_area,0.00343,sq mm
place,io_buffers,100,
flow_run,warnings,33,
cells_and_area,mostFrequentLayoutCell,"clkdlybuf4s50_1",
global_routing,grt_pass1_vias,2906,
pwr,pwr_density_cell,396,mW/mm^2
global_routing,grtUsageTotal,0.138,
drt,route.vias.total,3108,
setup_path,arrival,2.51,ns
synthesis,edf_count,0,
synthesis,yosys_warnings,1,
clock_network,holdBufCountCts,0,
synthesis,postSynthCellCount,396,
cells_and_area,fin_util,0.452,
setup_path,crit_type,"reg2out",
synthesis,async_reset_ff_frac,0,
clock_network,cts.sinks,65,
die,ios,101,
clock_network,cts-root-buf,"clkbuf_16",
pwr,leakagePower,1.80,nW
synthesis,ys.flop_type,"dfxtp_1",
global_routing,overflow,0,
setup_path,path_cells,"ha_4 -> ha_4 -> fa_2 -> nand2_2 -> nor2_4 -> xor2_1 -> clkdlybuf4s50_1",
setup_path,crit_path_max_incr_delay,0.60,ns
clock_network,clock_path_buffers,2,
pwr,peakVddDrop,0.388,mV
clock_network,cts_buffers,9,
sta,finalCritPeriodShare,0.985,
sta,setup_viol,0,
drt,drc_errors,0,
die,die_area,0.0119,sq mm
sta,final.setup_skew,0.00562,ns
sta,slew_viol_final,0,
drt,vias_per_cell,4.85,
synthesis,avgSynthCellArea,8.65,sq um
sta,min_period,3.15,ns
setup_path,end_kind,"output port",
synthesis,postSynthSeqShare,0.380,
global_routing,grt_pass1_wl,13.1,mm
hold_path,worst_hold_path_type,"reg2reg",
cells_and_area,drive_above_1_share,0.128,
drt,wl_per_cell,12.5,um
drt,wirelength,8.01,mm
die,coreArea,0.0110,sq mm
die,row_count,38,
setup_path,cp-startpoint,"scr_row[1]$_SDFFE_PP0P_",
hold_path,min_from,"fg_color[3]$_SDFFE_PP0P_",
setup_path,cp_top_family,"adder cells",
## kinds of logic (layout without fill, tap and decap cells)
kind of cell | Yosys count | count (layout) | synth area share
muxes | 22 | 22 | 0.0774
xor gates and xnor gates | 26 | 26 | 0.0665
DFF | 65 | 65 | 0.380
AOI/OAI and AO/OA | 60 | 60 | 0.104
buffers and inverters | 34 | 139 | 0.0416
adders and majority gates | 24 | 24 | 0.0920
and+or+nand+nor | 165 | 165 | 0.239
## worst register-to-register path, stage by stage, from the launching register on
cell and delay, ns:
dfxtp_1 0.39, ha_1 0.25, nand4_1 0.34, or3_1 0.59, o21bai_1 0.41, nor2_1 0.11
## per-stage QoR
| step | hold WS [ns] | power (mW) | setup slack (ns) | TNS (ns) | instance area, sq um |
|---|---|---|---|---|---|
| after global routing | 0.470 | 2.04 | -0.0251 | -0.0251 | 4970 |
| after floorplan | 0.436 | 0.894 | 0.785 | 0 | 3430 |
| after detailed placement | 0.449 | 1.00 | 0.116 | 0 | 4550 |
| after global placement | 0.444 | 1.00 | 0.198 | 0 | 4550 |
| after CTS | 0.458 | 1.99 | 0.00111 | 0 | 4910 |
| final | 0.454 | 1.97 | 0.0483 | 0 | 4970 |
## synth_stat cells, drive strengths merged, types with 2 or more instances
master,instances,area share
mux2i,4,0.012
nand2b,4,0.0073
nor4bb,2,0.0058
clkbuf,10,0.011
and4,2,0.0051
nor4,10,0.024
a21o,5,0.011
nand4b,2,0.0051
nand3,23,0.034
inv,15,0.016
ha,22,0.080
xnor2,18,0.046
fa,2,0.012
a311oi,2,0.0051
dfxtp,65,0.38
or3,5,0.0091
nor2,34,0.037
a21oi,28,0.041
buf,9,0.014
nand4bb,2,0.0066
xor2,8,0.020
nand2,56,0.061
mux2,16,0.053
nand3b,2,0.0044
a41oi,2,0.0051
and3,3,0.0055
nor3,10,0.015
nand4,5,0.0091
nor2b,2,0.0037
o21bai,3,0.0066
mux4,2,0.013
o21ai,14,0.020
## path summary, 6_finish.rpt
path,cells after the start,endpoint,slack [ns]
worst min register to register,2,green[1]$_SDFF_PN0_,0.45
worst min-delay path,2,green[1]$_SDFF_PN0_,0.45
worst max register to register,5,vcount[6]$_SDFFE_PP0P_,0.98
worst max-delay path,7,vgafb_word_addr[8],0.05
## routing by layer
| layer | wire, um | track usage | share of wire |
|---|---|---|---|
| met5 | 0 | 0 | 0 |
| met4 | 63 | 0.0125 | 0.0079 |
| met3 | 378 | 0.0280 | 0.047 |
| met2 | 3740 | 0.223 | 0.47 |
| met1 | 3830 | 0.200 | 0.48 |
## layout make-up
cell class              instances  area [sq um]  share of cell area
inverters                      15          56.3              0.0113
flip-flops and latches         65          1320               0.265
repair buffers                108          1060               0.214
clock buffers                   9           225              0.0453
well taps                     140           175              0.0353
multi-input cells             297          2050               0.413
clock inverters                 7          78.8              0.0159
## sequential cells by signal (all words and copies together), names as in the netlist, 4 cells and up
signal       cells
bg_color         8
fg_color         8
symb_y           4
word_offset      6
vcount          10
scr_row          5
hcount          10
## repair_timing
action,CTS,global route
endpoints found under the setup margin,3,3
setup buffers,3,0
pin swaps,6,4
resized,10,11
## where the power goes
part	internal (mW)	leakage, nW	switching (mW)
registers	0.814	0.529	0.00927
logic	0.110	1.13	0.0473
clock network	0.609	0.139	0.379
Power and IR drop assume default switching activity.
